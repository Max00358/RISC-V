==> ./design.v <==
module forward_EX(
	input wire[6:0] EX_opcode,
	input wire[4:0] EX_rs1,
	input wire[4:0] EX_rs2,
	input wire[31:0] EX_reg_1,
	input wire[31:0] EX_reg_2,
	input wire[6:0] ME_opcode,
	input wire[4:0] ME_rd,
	input wire[31:0] ME_alu_res,
	input wire WB_wb_enable,
	input wire[4:0] WB_rd,
	input wire[31:0] WB_reg_d,
	output reg[31:0] reg_1_selected,
	output reg[31:0] reg_2_selected
);
	wire forward_reg_1_ME;
	wire forward_reg_2_ME;
	wire forward_reg_1_WB;
	wire forward_reg_2_WB;
	assign forward_reg_1_ME = (
		EX_rs1 != 5'd0 && EX_rs1 == ME_rd &&
		(ME_opcode != 7'b1101111 && ME_opcode != 7'b1100111 && ME_opcode != 7'b0000011)
	);
	assign forward_reg_2_ME = (
		EX_rs2 != 5'd0 && EX_rs2 == ME_rd && EX_opcode != 7'b0100011 &&  
		ME_opcode != 7'b0000011 && ME_opcode != 7'b1101111 &&  
		ME_opcode != 7'b1100111
	);
	assign forward_reg_1_WB = (
		EX_rs1 != 5'd0 && EX_rs1 == WB_rd && WB_wb_enable
	);
	assign forward_reg_2_WB = (
		EX_rs2 != 5'd0 && EX_rs2 == WB_rd && WB_wb_enable
	);
	always @(*) begin
		case ({forward_reg_1_ME, forward_reg_1_WB})
			2'b00: begin reg_1_selected[31:0] = EX_reg_1[31:0]; end
			2'b01: begin reg_1_selected[31:0] = WB_reg_d[31:0]; end
			2'b10: begin reg_1_selected[31:0] = ME_alu_res[31:0]; end
			2'b11: begin reg_1_selected[31:0] = ME_alu_res[31:0]; end
		endcase
		case ({forward_reg_2_ME, forward_reg_2_WB})
			2'b00: begin reg_2_selected[31:0] = EX_reg_2[31:0]; end
			2'b01: begin reg_2_selected[31:0] = WB_reg_d[31:0]; end
			2'b10: begin reg_2_selected[31:0] = ME_alu_res[31:0]; end
			2'b11: begin reg_2_selected[31:0] = ME_alu_res[31:0]; end
		endcase
	end
endmodule
==> ./run.sh <==
#!/bin/bash
# OpenROAD 26Q1-2900-gdf79404cd8, Yosys 0.63+post, stock flow scripts
make -C /OpenROAD-flow-scripts/flow DESIGN_CONFIG=/design/flow/config.mk WORK_HOME=/design/flow/orfs finish
==> ./config.mk <==
export PLATFORM = sky130hd
export DESIGN_NAME = forward_EX
export DESIGN_NICKNAME = forward_EX
export VERILOG_FILES = /design/flow/design.v
export SDC_FILE = /design/flow/constraint.sdc
export NUM_CORES = 4
export LEC_CHECK = 1
export CORE_AREA = 10 10 100 100
export DIE_AREA = 0 0 110 110
==> ./constraint.sdc <==
current_design forward_EX

set clk_period 11.1
set clk_io_pct 0.2

create_clock -name clk0 -period $clk_period

set non_clock_inputs [all_inputs -no_clocks]
set_input_delay [expr $clk_period * $clk_io_pct] -clock clk0 $non_clock_inputs
set_output_delay [expr $clk_period * $clk_io_pct] -clock clk0 [all_outputs]
==> ci_impl_report.md <==
### Yosys + OpenROAD results

| Metric | Value |
|---|---|
| Result of the run | completed |
| Hold-fix buffers, CTS | 0 |
| Maximum VDD drop | ~0.000019 V |
| Ratio of cells with drive above 1 in the final layout | 0.155 |
| Pins over their slew limit | 0 |
| Number of placement rows | 32 |
| Cell with the largest stage delay on the worst path | sky130_fd_sc_hd__nor4_4 |
| Area of the chip | 12100 um2 |
| Final Instance Count excl. Fillers | approximately 570 |
| Hold path startpoint | ME_alu_res[8] |
| Remaining max-slew budget at the tightest pin | 0.449 |
| Number of nets with antenna violations after routing | 0 |
| Remaining Overflow, GRT | 0 |
| Initial core utilization | 0.255 |
| Number of global-route vias before repair | between 2000 and 3000 |
| Critical path type | primary input to primary output |
| Iteration-0 DRC Markers | about 71 |
| Least-Margin Pin Slew | 0.826 ns |
| Launching element of the worst setup path | EX_rs1[1] |
| Time the final worst path needs with I/O delays and setup | 7.24 ns |
| Class of the tightest hold or removal check | primary input to primary output |
| IO buf count | 227 |
| Residual DRC | 0 |
| Final hold slack | approximately 5.4 ns |
| Cell count in the Yosys report | 250 |
| Leakage | around 0.0013 uW |
| Final setup vio count | 0 |
| Unrepaired setup endpoints after global routing | false |
| Max Fanout on Critical Path | 25 |
| Critical path startpoint category | primary input |
| Count of boundary I/O pins | roughly 230 |
| Wire length of the first global-routing pass | 14900 um |
| Setup TNS | 0 ns |
| Register area share after synthesis | 0 |
| Die W | roughly 110 um |
| Post-detailed-route wirelength per cell | ~19 um |
| FF+latch area | 0 um2 |
| Final WL | 10600 um |
| Average instance area after synthesis | about 8 um2 |
| Die extent in y | around 110 um |
| Number of antenna diodes | 0 |
| Initial DRT Pass Iterations | 4 |
| Post-Place Worst Slack | around 3.8 ns |
| Total power per unit cell area | around 35 nW/um2 |
| Data arrival time at the worst-slack endpoint | about 5 ns |
| Endpoint kind of the worst setup timing path | primary output |
| Cycle use final | 0.652 |
| Total half-perimeter wirelength after legalization and detailed placement | 9170 um |
| Setup repair bufs after CTS | 0 |
| Clock Buffer Count | 0 |
| Synth cell types | 16 |
| Gate count of the mapped netlist | around 250 |
| Critical Path Most Common Cell | sky130_fd_sc_hd__clkdlybuf4s50_1 |
| Average vias per placed instance | 4.64 |
| Core region area | 7810 um2 |
| Crit-path max cell delay | between 0.6 and 0.7 ns |
| Final weighted congestion in routability-driven placement | between 0.9 and 1 |
| Ys Warns | 1 |
| Setup slack after layout | 3.86 ns |
| Routed vias | 2626 |
| Overall global routing resource usage | 0.158 |
| Tally of OpenROAD warnings | 33 |
| Area added between synthesis and finish | 113% |
| CP Data Required Time | 8.88 ns |
| Max-cap viol count | 0 |
| Final hold violation count | 0 |
| Maximum operating frequency | ~140 MHz |
| Worst-path cell chain | clkdlybuf4s50_1, or4_4, nor2_4, nor4_4, buf_4, mux2i_1, o21ai_2, clkdlybuf4s50_1 |
| Num sequential | 0 |
| Chip area from the yosys synthesis statistics | 1990 um2 |
| Total instance count after detailed placement | ~570 |
| Antenna violations before repair | 0 |
| Maximum number of pins on one net before global-route repair | between 60 and 70 |
| Cell area after technology mapping | ~2000 um2 |
| Resize count post-CTS | 0 |
[cells in the final DEF, fill, tap and decap left out]
master,count
sky130_fd_sc_hd__a211oi_4,1
sky130_fd_sc_hd__buf_4,5
sky130_fd_sc_hd__clkdlybuf4s50_1,227
sky130_fd_sc_hd__mux2i_1,64
sky130_fd_sc_hd__nand2_1,67
sky130_fd_sc_hd__nand3_1,3
sky130_fd_sc_hd__nand4_1,2
sky130_fd_sc_hd__nor2_4,2
sky130_fd_sc_hd__nor4_4,4
sky130_fd_sc_hd__o21ai_1,8
sky130_fd_sc_hd__o21ai_2,56
sky130_fd_sc_hd__o311ai_2,1
sky130_fd_sc_hd__or4_4,3
sky130_fd_sc_hd__or4b_1,1
sky130_fd_sc_hd__xnor2_1,16
sky130_fd_sc_hd__xor2_1,4
[Yosys cell counts]
cell | count | area (um2)
sky130_fd_sc_hd__nand2_1 | 67 | 251
sky130_fd_sc_hd__mux2i_1 | 64 | 641
sky130_fd_sc_hd__o21ai_2 | 56 | 490
sky130_fd_sc_hd__xnor2_1 | 16 | 140
sky130_fd_sc_hd__buf_6 | 12 | 135
sky130_fd_sc_hd__o21ai_1 | 8 | 40.0
sky130_fd_sc_hd__buf_4 | 6 | 45.0
sky130_fd_sc_hd__nor4_4 | 4 | 85.1
sky130_fd_sc_hd__xor2_1 | 4 | 35.0
sky130_fd_sc_hd__nand3_1 | 3 | 15.0
sky130_fd_sc_hd__or4_4 | 3 | 33.8
sky130_fd_sc_hd__nand4_1 | 2 | 12.5
sky130_fd_sc_hd__nor2_4 | 2 | 22.5
sky130_fd_sc_hd__a211oi_4 | 1 | 20.0
sky130_fd_sc_hd__o311ai_2 | 1 | 16.3
sky130_fd_sc_hd__or4b_1 | 1 | 10.0
[critical path: cells and delay by family]
family | cells | cell delay [ns]
mux | 1 | 0.31
simple gates | 3 | 0.86
buf+inv | 3 | 1.55
compound gates | 1 | 0.06
[final cells by class]
type	instances	area (um2)
fill	751	3560
timing repair buffer	232	2310
multi-input combinational	232	1810
tap	102	128
[layer usage]
metal / GRT usage / part of all wire / wire length, um / vias to the layer above
met2: 0.292 / 0.51 / 5390 / 123
met5: 0 / 0 / 0 / -
met4: 0.00651 / 0.0040 / 42 / 0
met3: 0.0535 / 0.11 / 1160 / 2
met1: 0.180 / 0.38 / 3990 / 1157
li1: - / - / - / 1344
[report_power, final]
group          switching, uW  total (uW)  internal (uW)
Sequential                 0           0              0
Clock                      0           0              0
Combinational           44.9         148            104
[per-stage QoR]
step / cell area (um2) / total power [uW] / utilization
final: 4250 / 148 / 0.544
after global routing: 4250 / 160 / 0.544
after CTS: 4250 / 151 / 0.544
after detailed placement: 4250 / 150 / 0.544
after global placement: 4250 / 150 / 0.544
after floorplan: 1990 / 43.0 / -
[worst paths after layout]
path | endpoint | slack [ns] | cells past startpoint
worst max-delay path | reg_1_selected[9] | 3.86 | 8
worst min-delay path | reg_1_selected[8] | 5.38 | 4
[logic make-up (layout without fill, tap and decap cells)]
family,Yosys count,after routing,synth area share
simple gates,82,82,0.216
compound gates,66,66,0.284
mux,64,64,0.321
xor+xnor,20,20,0.0879
buf+inv,18,232,0.0904
Power and IR drop assume default switching activity.
