`/design/flow/design.v`:
```
module ID_EX(
	input clock,
	input reset,
	input branch,
	input stall,
	input valid_in,
	input[31:0] pc_in,
	input[6:0] opcode_in,
	input[2:0] funct3_in,
	input[6:0] funct7_in,
	input[4:0] rs1_in,
    input[4:0] rs2_in,
    input[4:0] rd_in,
    input[31:0] imm_in,
	input[31:0] reg_1_in,
	input[31:0] reg_2_in,
	output reg valid_out,
	output reg[31:0] pc_out,
	output reg[6:0] opcode_out,
	output reg[2:0] funct3_out,
	output reg[6:0] funct7_out,
	output reg[4:0] rs1_out,
    output reg[4:0] rs2_out,
    output reg[4:0] rd_out,
    output reg[31:0] imm_out,
	output wire[31:0] reg_1_out,
	output wire[31:0] reg_2_out
);
	assign reg_1_out = reg_1_in;
	assign reg_2_out = reg_2_in;
	always @(posedge clock) begin
		if (reset || branch || stall || !valid_in) begin
			valid_out <= 0;
			pc_out[31:0] <= pc_in[31:0];
			opcode_out <= 7'd0;
			funct3_out <= 3'd0;
			funct7_out <= 7'd0;
			rs1_out <= 5'd0;
			rs2_out <= 5'd0;
			rd_out <= 5'd0;
			imm_out <= 32'd0;
		end else begin
			valid_out <= 1;
			pc_out <= pc_in;
			opcode_out <= opcode_in;
			funct3_out <= funct3_in;
			funct7_out <= funct7_in;
			rs1_out <= rs1_in;
			rs2_out <= rs2_in;
			rd_out <= rd_in;
			imm_out <= imm_in;
		end
	end
endmodule
```
`/design/flow/constraint.sdc`:
```
current_design ID_EX

set clk_period 7.5
set clk_io_pct 0.2

create_clock -name clk0 -period $clk_period [get_ports {clock}]

set non_clock_inputs [all_inputs -no_clocks]
set_input_delay [expr $clk_period * $clk_io_pct] -clock clk0 $non_clock_inputs
set_output_delay [expr $clk_period * $clk_io_pct] -clock clk0 [all_outputs]
```
`/design/flow/run.sh`:
```
#!/bin/bash
# OpenROAD 26Q1-2900-gdf79404cd8, Yosys 0.63+post, stock flow scripts
make -C /OpenROAD-flow-scripts/flow DESIGN_CONFIG=/design/flow/config.mk WORK_HOME=/design/flow/orfs finish
```
`/design/flow/config.mk`:
```
export PLATFORM = sky130hd
export DESIGN_NAME = ID_EX
export DESIGN_NICKNAME = ID_EX
export VERILOG_FILES = /design/flow/design.v
export SDC_FILE = /design/flow/constraint.sdc
export NUM_CORES = 4
export LEC_CHECK = 1
export CORE_AREA = 10 10 143 143
export DIE_AREA = 0 0 153 153
```
==> run summary <==
Status on the layout run. Path length in cells of the critical path landed at 0. Highest clock rate landed at 333 MHz. Clock transition time at the flip-flop clock pins of the worst setup and hold paths landed at 0.07 ns. Wire length of the first global-routing pass landed at 12,600 um. Per the final report, max-transition violations number 0. Leakage component of the power landed at around 1.9 nW. The die covers about 0.023 sq mm. The run finished with clean final reports. TritonCTS built the clock tree.

Headroom to the max-slew limit came out at 64.6%. Horizontal extent of the die landed at ~150 um. Number of fillers in the final layout landed at between 1,500 and 2,000. Cell total in the yosys stat output landed at about 230. Number of different library cells in the post-synthesis netlist landed at 6. CTS saw a little under 100 sinks. Total congestion overflow after global routing landed at 0. Setup violations remaining at the end of the flow were counted as 0. Per the detail_route report, the via count comes to 1,930. During placement, the flow inserted port buffers numbering ~200. Combinational logic burns under 10% of the power. Utilization after layout landed at around 28%.

The wire-length estimate of the detail-placed layout is 6720 um. Once layout is done, the placed cells without fillers occupy 0.00491 sq mm. In this run the number of H-tree levels came out at 3.

Entering global routing, the biggest net connects 66 pins. Biggest fanout along the worst timing path landed at 1. The script logs the ratio of routed vias to standard cells as between 3 and 4. Area added between synthesis and finish landed at 68.1%. Global routing used about 6.9% of the available tracks across all layers. Final period utilization landed at between 40% and 50%. Yosys synthesis chip area landed at around 0.0029 sq mm. Worst path arrival time landed at ~1.5 ns. The synthesized netlist handed to floorplanning was reported with a cell count of approximately 230. Instance area at placement landed at 0.00463 sq mm. In this run the remaining antenna-violating nets after routing total 0. Proportion of power drawn by flip-flops and latches landed at 50.8%. Average wire per cell in the routed design landed at 13.9 um.

Worst-margin pin slew landed at 0.530 ns. Iteration-0 DRC count of the detailed router landed at 18. Setup repair after global routing left no endpoint under its margin. Pre-placement core utilization landed at between 10% and 20%. The total area inside the core boundary comes to 0.0173 sq mm. Summing every instance area after synthesis gives between 0.002 and 0.003 sq mm. Number of resized instances in the post-cts repair step landed at 0. Reported max-cap violation count landed at 0. The tightest min-delay check is of the primary input to register type. Power per cell area landed at about 210 mW/mm^2.

In the hold timing report, the worst path depth is 1. After synthesis, the mean cell area works out to between 10 and 15 sq um. Number of buffers on the longest clock path landed at 2.

The logs give a warning total of 25. The share of total power dissipated in the clock network is 41.2%. Once synthesis finished, the tally of register bits stood at 97. For reference, the placement row count at floorplan is around 48. The smallest clock period supported by the final layout is computed as roughly 3.0 ns. Final estimated routing congestion in global placement landed at roughly 0.8.

Final count of hold timing violations landed at 0. Total setup buffers inserted after CTS landed at 0. The number of antenna diodes in the final layout is 0. Setup TNS after final layout landed at 0 ns. Post-synthesis sequential area ratio landed at about 67%.

The root buffer cell chosen for the clock tree is sky130_fd_sc_hd__clkbuf_16. Quantity of hold-fixing buffers added after cts landed at 0. Fraction of power spent switching nets landed at a little over a fifth. The final layout contains routed wiring with a total length of around 8400 um. Smallest setup slack after layout landed at ~4.5 ns. Number of iterations in the first detailed-routing pass landed at 3. At the placement stage, the worst setup path has a slack of 4.38 ns. Count of boundary I/O pins landed at between 300 and 400. The required time at the worst endpoint is listed as approximately 6.0 ns. By startpoint and endpoint, the worst setup path is classified as primary input to primary output. Die outline height landed at roughly 150 um.

Cells with a size suffix above 1 make up between 4 and 5% of the layout. Switching power landed at approximately 220 uW. STA classifies the critical path startpoint as a primary input. Count of yosys warnings during synthesis landed at 1.

Looking at the VDD voltage map, the peak drop is around 0.00011 V. In the routed design, unresolved DRC markers number 0. Cell-internal power landed at around 830 uW. The completed layout was analyzed and its total power is roughly 1.0 mW. Via count of the first global-routing pass landed at approximately 2,100.

Number of buffers inserted during clock tree synthesis landed at 9. The number of antenna violations at the first check in global routing is 0. STA classifies the critical path endpoint as a primary output.
synth_stat cells:
cell / n / area share, %
sky130_fd_sc_hd__buf_4: 64 / 16
sky130_fd_sc_hd__and2_1: 64 / 14
sky130_fd_sc_hd__dfxtp_1: 97 / 67
sky130_fd_sc_hd__buf_2: 1 / 0.17
sky130_fd_sc_hd__buf_6: 6 / 2.3
sky130_fd_sc_hd__nor4b_4: 1 / 0.81
area by class of cell:
class                      instances  area (sq um)  share of cell area (%)
multi-input combinational         65           424                    8.64
clock buffer                      10           229                    4.67
clock inverter                     6          51.3                    1.05
sequential                        97          1940                    39.6
tap                              225           282                    5.74
timing repair buffer             198          1980                    40.3
flip-flops by register name, indices dropped and copies added, names as in the netlist:
| register | count |
|---|---|
| opcode_out | 7 |
| pc_out | 32 |
| valid_out | 1 |
| rs2_out | 5 |
| funct7_out | 7 |
| funct3_out | 3 |
| imm_out | 32 |
| rd_out | 5 |
| rs1_out | 5 |
logic make-up after synthesis:
group	Yosys count	synth area share, %
buf+inv	71	18.9
simple gates	65	14.5
flops	97	66.5
power groups by stage:
| stage | sequential [mW] | combinational, mW | clock (mW) |
|---|---|---|---|
| 4_1_cts | 0.533 | 0.0858 | 0.457 |
| 5_1_grt | 0.535 | 0.0903 | 0.470 |
| 6_report | 0.533 | 0.0835 | 0.433 |
path summary, 6_finish.rpt:
path | startpoint | end
max | reg_1_in[19] | reg_1_out[19]
min | pc_in[25] | pc_out[25]$_DFF_P_
per-layer routing:
metal	up-vias	GRT usage [%]	share of wire (%)
li1	910	-	-
met1	843	7.37	37
met2	145	10.7	44
met3	32	4.75	15
met4	0	1.91	3.1
met5	-	0	0
cells in the final DEF, fill, tap and decap left out, types with 2 or more instances in the layout:
| cell | synthesis | layout |
|---|---|---|
| sky130_fd_sc_hd__clkbuf_16 | 0 | 9 |
| sky130_fd_sc_hd__dfxtp_1 | 97 | 97 |
| sky130_fd_sc_hd__clkdlybuf4s50_1 | 0 | 197 |
| sky130_fd_sc_hd__and2_1 | 64 | 64 |
| sky130_fd_sc_hd__inv_8 | 0 | 2 |
| sky130_fd_sc_hd__clkinvlp_4 | 0 | 2 |
per-stage QoR:
stage / instances / hold slack, ns
global route: 601 / 1.57
detailed placement: 585 / 1.95
floorplan: 233 / 1.53
finish: 601 / 1.60
CTS: 601 / 1.57
global placement: 585 / 1.95
Power is estimated from default activity; no workload was simulated.
