==> flow/design.v <==
module execute(
	input reset,
	input valid,
	input[31:0] pc,
	input[6:0] opcode,
	input[2:0] funct3,
	input[6:0] funct7,
	input[31:0] imm,
	input[31:0] reg_1,
	input[31:0] reg_2,
    output reg[31:0] alu_res,
    output reg br_taken
);
	always @(*) begin
        case (opcode)
			7'b0010011: begin  
				case (funct3)
					3'b000: begin  
						alu_res[31:0] = reg_1[31:0] + imm[31:0];
					end
				    3'b010: begin  
			            alu_res[31:0] = ($signed(reg_1[31:0]) < $signed(imm[31:0])) ? 1 : 0;
		            end
	                3'b011: begin  
                        alu_res[31:0] = ($unsigned(reg_1[31:0]) < $unsigned(imm[31:0])) ? 1 : 0;
					end
					3'b100: begin  
                        alu_res[31:0] = reg_1[31:0] ^ imm[31:0];
                    end
                    3'b110: begin  
                        alu_res[31:0] = reg_1[31:0] | imm[31:0];
                    end
					3'b111: begin  
                        alu_res[31:0] = reg_1[31:0] & imm[31:0];
                    end
					3'b001: begin  
						alu_res[31:0] = reg_1[31:0] << { 27'b0, imm[4:0] };
					end
					3'b101: begin
	                    case(funct7)
		                    7'b0000000: begin  
								alu_res[31:0] = reg_1[31:0] >> $unsigned({27'b0, imm[4:0]});
					        end
				            7'b0100000: begin  
								alu_res[31:0] = $signed(reg_1[31:0]) >>> $signed({27'b0, imm[4:0]});
							end
							default: alu_res[31:0] = 32'h0000;
						endcase
					end
					default alu_res[31:0] = 32'h0000;
				endcase
			end
			7'b0110011: begin  
                case(funct3)
                    3'b000: begin  
                        case(funct7)
							7'b0000000: begin  
								alu_res[31:0] = reg_1[31:0] + reg_2[31:0];
							end
							7'b0100000: begin  
								alu_res[31:0] = reg_1[31:0] - reg_2[31:0];
							end
							default: alu_res[31:0] = 32'h0000;
                        endcase
                    end
                    3'b001: begin  
						alu_res[31:0] = reg_1[31:0] << reg_2[4:0];
                    end
                    3'b010: begin  
						alu_res[31:0] = ($signed(reg_1[31:0]) < $signed(reg_2[31:0])) ? 1 : 0;
                    end
                    3'b011: begin  
						alu_res[31:0] = ($unsigned(reg_1[31:0]) < $unsigned(reg_2[31:0])) ? 1 : 0;
                    end
                    3'b100: begin  
						alu_res[31:0] = reg_1[31:0] ^ reg_2[31:0];
                    end
                    3'b101: begin  
                        case(funct7)
                            7'b0000000: begin  
								alu_res = reg_1 >> reg_2[4:0];
							end
                            7'b0100000: begin  
								alu_res = $signed(reg_1) >>> (reg_2[4:0]);	
                            end
							default: 
								alu_res[31:0] = 32'd0;
                        endcase
                    end
                    3'b110: begin  
						alu_res[31:0] = reg_1[31:0] | reg_2[31:0];
                    end
                    3'b111: begin  
						alu_res[31:0] = reg_1[31:0] & reg_2[31:0];
                    end
                endcase
            end
            7'b1100111, 7'b0000011, 7'b1110011: begin
				case (opcode)
					7'b1100111: begin  
						alu_res[31:0] = (reg_1[31:0] + imm[31:0]) & ~({ 31'b0, 1'b1 });
					end
					7'b0000011: begin  
						alu_res[31:0] = reg_1[31:0] + $signed(imm[31:0]);
					end
					7'b1110011: begin  
						alu_res[31:0] = 32'b0;
					end
					default alu_res[31:0] = 32'h0000;
				endcase
            end
            7'b0100011: begin  
				alu_res[31:0] = reg_1[31:0] + imm[31:0];
            end
            7'b1100011: begin  
				alu_res[31:0] = pc[31:0] + imm[31:0];            
			end
            7'b0110111, 7'b0010111: begin  
				case (opcode)
					7'b0110111: alu_res[31:0] = imm[31:0];
					7'b0010111: alu_res[31:0] = pc[31:0] + imm[31:0];
					default alu_res[31:0] = 32'h0000;
				endcase
            end
            7'b1101111: begin  
				alu_res[31:0] = pc[31:0] + imm[31:0];
            end
            default: alu_res[31:0] = 32'h0000;
        endcase
    end
	always @(*) begin
		if (reset || !valid) begin
			br_taken = 0;
		end else begin
			case (opcode)
				7'b1100011: begin
					case(funct3)
						3'b000: begin  
							br_taken = (reg_1 == reg_2) ? 1:0;
						end
					    3'b001: begin  
				            br_taken = (reg_1 != reg_2) ? 1:0;
					    end
						3'b100: begin  
							br_taken = ($signed(reg_1) < $signed(reg_2)) ? 1:0;
						end
			            3'b101: begin  
							br_taken = ($signed(reg_1) >= $signed(reg_2)) ? 1:0;
						end
						3'b110: begin  
							br_taken = ($unsigned(reg_1) < $unsigned(reg_2)) ? 1:0;
						end
					    3'b111: begin  
					        br_taken = ($unsigned(reg_1) >= $unsigned(reg_2)) ? 1:0;
					    end
						default: begin
							br_taken = 0;
						end
					endcase
				end
				7'b1100111, 7'b1101111: begin
					br_taken = 1;
				end
				default: begin
					br_taken = 0;
				end
			endcase
		end
	end
endmodule
==> flow/run.sh <==
#!/bin/bash
# OpenROAD 26Q1-2900-gdf79404cd8, Yosys 0.63+post, stock flow scripts
make -C /OpenROAD-flow-scripts/flow DESIGN_CONFIG=/design/flow/config.mk WORK_HOME=/design/flow/orfs finish
==> flow/config.mk <==
export PLATFORM = sky130hd
export DESIGN_NAME = execute
export DESIGN_NICKNAME = execute
export VERILOG_FILES = /design/flow/design.v
export SDC_FILE = /design/flow/constraint.sdc
export NUM_CORES = 4
export LEC_CHECK = 1
export CORE_UTILIZATION = 40
==> flow/constraint.sdc <==
current_design execute

set clk_period 13.4
set clk_io_pct 0.2

create_clock -name clk0 -period $clk_period

set non_clock_inputs [all_inputs -no_clocks]
set_input_delay [expr $clk_period * $clk_io_pct] -clock clk0 $non_clock_inputs
set_output_delay [expr $clk_period * $clk_io_pct] -clock clk0 [all_outputs]
==> notes.md <==
State of the implementation.

- The run finished with clean final reports.
- With fillers left out, the area of the finished cells amounts to a little under 20000 um2.
- The cell type that accounts for the most area after synthesis is ha_1.
- Per the final layout report, the fraction of cells sized above drive strength 1 comes to 0.06922.
- The pin closest to its max-slew limit shows a slew of 1.132 ns.
- Checking max transition, the worst relative margin is 0.2259.
- The combinational cell area excluding buffers and inverters is 15730 um2, for reference.
- The post-synth design cell area is 17090 um2, for reference.
- The floorplan has 75 rows.
- The category of the critical setup timing path is in -> out, for reference.
- For this run, the chip area from Yosys synthesis comes to 17090 um2.
- The worst setup path is launched from an input pin.
- Before CTS, the worst setup slack after placement is around 2.1 ns.
- The setup TNS after final layout is 0 ns, for reference.
- The residual DRC count is 0, for reference.
- The die area is 43560 um2, for reference.
- The class of the worst hold path is in -> out, for reference.
- The number of clock buffers in the layout is 0, for reference.
- The placement report lists the number of port buffers as 180.
- The total number of sequential cells is 0, for reference.
- The final hold violation count is 0, for reference.
- The OpenROAD report gives the critical path a data arrival time of around 8.9 ns.
- The horizontal die size is between 200 and 250 um, for reference.
- By area the synthesized netlist is led by ha_1 (16%), mux2i_1 (10%), a21oi_1 (6.7%).
- Between the synthesized netlist and the finished layout, the area growth was recorded as 14.28%.
- The number of hold buffers added after CTS was 0.
- The mean instance size in the synthesized netlist is 6.555 um2, for reference.
- The post-cts repair resize count is 0, for reference.
- The starting utilization of the core area is 0.4065, for reference.
- The first global-routing pass estimated 141800 um of wire.
- Per the cell usage report, the commonest logic cells after layout are nand2_1 (281), a21oi_1 (228), ha_1 (223), nor2_1 (215), clkdlybuf4s50_1 (177).
- In this run the count of I/O pins placed on the die edge is roughly 180.
- The maximum net fanout on the critical path is 59, for reference.
- The core region area is 42040 um2, for reference.
- In the final report, the number of pins over their slew limit comes to 0.
- Before antenna repair, the detailed router went through 8 iterations.
- The areal power density over the cells is 40.46 nW/um2, for reference.
- Of the available clock period, the critical path in the final layout requires 0.8627.
- According to the floorplan report, the die height is 208.7 um.
- The hold slack is 6.460 ns, for reference.
- The global placer's final weighted congestion is 1.138, for reference.
- The maximum clock rate is 86.51 MHz, for reference.
- The static power due to leakage is 8.388 nW, for reference.
- The number of antenna violations at the first check in global routing was 4.
- The time the worst path needs with I/O delays and setup is 11.56 ns, for reference.
- For this run, the number of Yosys warnings is 1.
- Entering global routing, the biggest net connects between 60 and 70 pins.
- The total overflow reported by the global router is 0, for reference.
- The count of different cell masters after synthesis is 94, for reference.
- The number of vias in the routed layout is ~22000, for reference.
- The final report lists the setup-violating endpoint count as 0.
- Across all stage logs, warnings added up to around 160.
- The combined flip-flop and latch cell area is 0 um2, for reference.
- The required time of the critical path is 10.72 ns, for reference.
- The via count normalized by instance count is about 6.9, for reference.
- Looking at the VDD voltage map, the peak drop is roughly 0.020 mV.
- The number of max-cap violations is 0, for reference.
- Per the detail_route report, routed wire per instance is 30.76 um.
- The count of filler cells inserted in the layout is 4304, for reference.
- The most numerous logic cell after layout is nand2_1, for reference.
- For this run, the register share of the synthesized area comes to 0.
- The number of buffers inserted to repair setup after CTS is 0, for reference.
- Yosys stat counts 2607 cells in the synthesized netlist.
- Across every metal layer, demand over resource in global routing totals 0.4498.
- The placed wire-length estimate is 78720 um, for reference.
- The slack of the critical path is 1.840 ns, for reference.
- Per the detailed placement report, the placed cell area equals roughly 20000 um2.
- The design draws a little under 0.0008 W.
- The cell count after synthesis is 2607, for reference.
- The count of nets left with antenna violations after detail routing is 0, for reference.
- Setup repair after global routing left no endpoint under its margin.
- The via count of the first global-routing pass was between 20000 and 25000.
- Summed over all layers, the routed wires come to slightly below 100000 um.
- The kind of end point of the critical path is an output port, for reference.
- The top-area cell type share of the netlist area is 0.1633, for reference.
- The violation tally recorded at the end of detailed-routing iteration 0 is 2985.
-- layer usage --
metal	routed length, um	track usage	up-vias
met2	40700	0.6470	1583
li1	-	-	9893
met1	38070	0.5703	10320
met5	19	0	-
met4	7206	0.2736	4
met3	13340	0.1649	340
-- power by group --
| part | internal (W) | switching (W) |
|---|---|---|
| sequential | 0 | 0 |
| combinational | 0.000284 | 0.000506 |
| clock | 0.000000000000139 | 0 |
| total | 0.000284 | 0.000506 |
-- area by class of cell --
class                      instances  area share
multi-input combinational       2257      0.8054
timing repair buffer             284      0.1316
tap                              539     0.03453
inverter                         146     0.02806
antenna                            3   0.0003844
-- stage by stage --
step	util	cells
after floorplan	-	2607
after global placement	0.4644	3226
after detailed placement	0.4644	3226
after CTS	0.4644	3226
after global routing	0.4644	3226
final	0.4646	3229
-- worst max-delay path: stages --
cell and delay (ns):
buf_4 0.25, buf_4 0.56, nor3b_2 0.60, nand4_1 0.19, nand2_1 0.54, buf_4 0.41
mux2i_1 0.43, mux2i_1 0.14, o211a_1 0.30, a2111oi_0 0.98, o31ai_1 0.25, a211oi_1 0.66
o221a_2 0.31, o32ai_1 0.11, clkdlybuf4s50_1 0.46
-- synthesized netlist by cell type, types with 9 or more instances --
master	n
a2111oi_0	11
a211o_1	17
a211oi_1	79
a21o_1	41
a21oi_1	230
a221oi_1	33
a22o_1	11
a22oi_1	62
a31o_2	11
a31oi_1	38
and2_1	13
and3_1	33
buf_1	10
buf_2	32
buf_4	9
clkbuf_1	150
ha_1	223
inv_1	143
mux2_2	17
mux2i_1	174
nand2_1	281
nand2b_1	13
nand3_1	68
nand4_1	20
nor2_1	217
nor2b_1	15
nor3_1	55
nor4_1	17
o211ai_1	30
o21a_1	15
o21ai_0	169
o21ai_1	10
o21bai_1	17
o221ai_1	20
o22ai_1	40
o31ai_1	18
or2_2	15
or3_1	10
xnor2_1	58
xor2_1	28
-- final timing paths --
check,startpoint,endpoint,cells past startpoint
max,funct3[0],alu_res[8],15
min,imm[29],alu_res[29],4
-- cell families (layout without fill, tap and decap cells) --
| group | count (synthesis) | in the layout | share of synthesized area |
|---|---|---|---|
| buf+inv | 350 | 430 | 0.08251 |
| mux | 195 | 195 | 0.1179 |
| compound gates | 951 | 951 | 0.3700 |
| simple gates | 798 | 798 | 0.2176 |
| other cells | 0 | 3 | 0 |
| xor+xnor | 86 | 86 | 0.04407 |
| fa+ha+maj | 227 | 227 | 0.1679 |
Power is estimated from default activity; no workload was simulated.
